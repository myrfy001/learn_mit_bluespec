File: ./run.sh
#!/bin/bash
# OpenROAD 26Q1-2900-gdf79404cd8, Yosys 0.63+post, stock flow scripts
make -C /OpenROAD-flow-scripts/flow DESIGN_CONFIG=/design/flow/config.mk WORK_HOME=/design/flow/orfs finish
File: ./config.mk
export PLATFORM = sky130hd
export DESIGN_NAME = ready_valid_proxy
export DESIGN_NICKNAME = ready_valid_proxy
export VERILOG_FILES = /design/flow/design.v
export SDC_FILE = /design/flow/constraint.sdc
export NUM_CORES = 4
export LEC_CHECK = 1
export CORE_AREA = 10 10 85 85
export DIE_AREA = 0 0 95 95
File: ./constraint.sdc
current_design ready_valid_proxy

set clk_period 1.6
set clk_io_pct 0.2

create_clock -name clk0 -period $clk_period [get_ports {clk}]

set non_clock_inputs [all_inputs -no_clocks]
set_input_delay [expr $clk_period * $clk_io_pct] -clock clk0 $non_clock_inputs
set_output_delay [expr $clk_period * $clk_io_pct] -clock clk0 [all_outputs]
File: ./design.v
module ready_proxy(
    input wire clk,
    input wire rst_n,
    input wire[7:0] up_data,
    input wire up_valid,
    input wire down_ready, 
    output wire up_ready,
    output wire[7:0] down_data, 
    output wire down_valid
);
    reg [7:0] data_reg;
    reg valid_reg;
    assign up_ready = ~valid_reg;
    assign down_valid = valid_reg || up_valid;
    assign down_data = valid_reg ? data_reg : up_data;
    always @ (posedge clk or negedge rst_n) begin
        if (!rst_n) begin
            data_reg <= 0;
            valid_reg <= 0;
        end else begin
            if (down_ready) begin
                valid_reg <= 0;
            end else if (up_ready) begin    
                valid_reg <= up_valid;
                data_reg <= up_data;
            end
        end
    end
endmodule
module ready_valid_proxy(
    input wire clk,
    input wire rst_n,
    input wire[7:0] up_data,
    input wire up_valid,
    input wire down_ready, 
    output wire up_ready,
    output wire[7:0] down_data, 
    output wire down_valid
);
    wire [7:0] t_data;
    wire t_valid, t_ready;
    ready_proxy ready_inst(
        .clk(clk),
        .rst_n(rst_n),
        .up_data(up_data),
        .up_valid(up_valid),
        .up_ready(up_ready),
        .down_data(t_data),
        .down_valid(t_valid),
        .down_ready(t_ready)
    );
    valid_proxy valid_inst(
        .clk(clk),
        .rst_n(rst_n),
        .up_data(t_data),
        .up_valid(t_valid),
        .up_ready(t_ready),
        .down_data(down_data),
        .down_valid(down_valid),
        .down_ready(down_ready)
    );
endmodule
module valid_proxy(
    input wire clk,
    input wire rst_n,
    input wire[7:0] up_data,
    input wire up_valid,
    input wire down_ready, 
    output wire up_ready,
    output wire[7:0] down_data, 
    output wire down_valid
);
    reg [7:0] data_reg;
    reg valid_reg;
    assign down_data = data_reg;
    assign down_valid = valid_reg;
    assign up_ready = down_ready | (~valid_reg);
    always @ (posedge clk or negedge rst_n) begin
        if (!rst_n) begin
            data_reg <= 0;
            valid_reg <= 0;
        end else begin
            if (up_ready) begin
                valid_reg <= up_valid;
                data_reg <= up_data;
            end 
        end
    end
endmodule
==> job_summary.md <==
### Metrics collected by this job

| Metric | Value |
|---|---|
| Clk latency of the worst-skew pair | 0.25 ns |
| Cells after Synth | 50 |
| Period utilization | 92.4% |
| Design Area, Final | roughly 0.0013 mm2 |
| Comb. cell area | 367 um2 |
| Worst Reg2Reg Path Length in Cells | 4 |
| Hold WS | between 0.4 and 0.5 ns |
| Leak pwr | about 0.53 nW |
| Post-layout util | 22.9% |
| Core region area | 0.00547 mm2 |
| Crit path largest cell delay | 0.45 ns |
| Worst setup SP type | register |
| Hold Path Class | in -> async |
| Mapped Area | 840 um2 |
| Initial antenna violation count | 0 |
| First-pass GRT wire length | approximately 2900 um |
| Setup ws final | 0.122 ns |
| Die area | 0.00903 mm2 |
| Clock sink count | 18 |
| Yosys Chip Area | 840 um2 |
| Tool warnings | 25 |
| Yosys synthesis warning count | 2 |
| Max cap viols | 0 |
| Worst r2r dst | ready_inst.data_reg[2] |
| Number of remaining DRC errors | 0 |
| Drt pass-1 iters | 2 |
| Largest net degree at the start of global routing | 19 |
| Wirelength per Cell | 11.8 um |
| Clock root buffer | clkbuf_8 |
| CTS tree | yes |
| Clock transition at path regs | approximately 0.070 ns |
| GR Overflow Total | 0 |
| Floorplan row count | 27 |
| Clock Path Buffers | 2 |
| IO buf count | 21 |
| Synthesized area per cell | 16.8 um2 |
| Drt initial violations | 19 |
| Placed Cells | 145 |
| Met3 Use GR | under 10% |
| Flops & latches, synth | 18 |
| Final Hold Viols | 0 |
| Placer Congestion | 0.742 |
| R2R Setup Slk | approximately 0.20 ns |
| Register area | roughly 450 um2 |
| Pre-CTS WS | -0.0136 ns |
| Rel. slew slack | between 80 and 90% |
| GRT Overall Usage | 4.15% |
| Fillers | 586 |
| Max-slew violations | 0 |
| Setup Skew | 0.00485 ns |
| Achievable Freq | 0.677 GHz |
| Post-DRT Antenna Nets | 0 |
| Worst Setup SP | ready_inst.valid_reg |
| Distinct lib cells | 10 |
| Kind of critical path | reg -> out |
| Via count | 488 |
| Met2 Track Usage GR | 6.01% |
| Final setup violation count | 0 |
| Outcome | complete, no violations |
| Die height | 95 um |
| Peak VDD IR | 0.343 mV |
| Die Span X | 95 um |
| Via-per-instance ratio | 3.25 |
| CP cell instances | inv_1 > clkdlybuf4s50_1 |
| Min Tclk post-route | around 1.5 ns |
| Vias in the first global route | 522 |
| Post-synth seq share | 53.7% |
| Critical path required time | roughly 1.3 ns |
| Ys cells | ~50 |
| Number of diodes | 0 |
| Most numerous logic cells after layout | clkdlybuf4s50_1 (21), dfrtp_1 (17), mux2_4 (16), mux2_2 (8), clkbuf_8 (4) |
| Synth-to-Final Area Change | 49.2% |
| CP Capture Type | output port |
| Main area contributors | dfrtp_1 (54%), mux2_4 (29%), mux2_2 (11%) |
| Cell taking the most area after synthesis | dfrtp_1 |
| Most frequent logic cell in the layout | clkdlybuf4s50_1 |
| H-Tree Depth | 1 |
| DP Area | 0.00119 mm2 |
| Pwr Density | ~1000 mW/mm2 |
| CP max stage cell | clkdlybuf4s50_1 |
| Slew @ Worst Pin | approximately 0.23 ns |
| Post-synth top area share | 53.7% |
| I/O pins | 22 |
| Worst Path Arrival | about 1.2 ns |
| FP Core Util | about 15% |
| Crit path to | up_ready |
| Critical Path Fanout Max | 2 |
| Finished Layout Cells | ~150 |
| CTS Buf Count | 3 |
| R2R Path Start | ready_inst.valid_reg |
| Share of layout cells above drive strength 1 | 44.9% |
| RSZ-0062 raised after global routing | false |
| Routed WL | between 1500 and 2000 um |
| Post-DP HPWL | 1370 um |
| Met1 usage | 5.64% |
| GR peak layer | met2 |
==> worst min-delay path by stage <==
stage	end	depth (start not counted)	startpoint
final	valid_inst.data_reg[4]	2	rst_n
after global routing	valid_inst.data_reg[5]	2	rst_n
after CTS	valid_inst.data_reg[6]	2	rst_n
==> cells by family (layout without fill, tap and decap cells) <==
| group | Yosys count | in the layout | share of synthesized area (%) |
|---|---|---|---|
| muxes | 24 | 24 | 39.3 |
| DFF | 18 | 18 | 53.7 |
| and+or+nand+nor | 5 | 5 | 4.32 |
| buffers and inverters | 3 | 31 | 2.68 |
==> worst max-delay path: cells and delay by family (launching register included) <==
family	cells	cell delay (ns)
DFF	1	0.41
buffers and inverters	2	0.50
==> layer usage <==
metal	vias up	share of wire (%)
met5	-	0
met4	0	0
met3	0	11
met2	15	44
met1	242	45
li1	231	-
==> cell usage after synthesis <==
| library cell | count |
|---|---|
| nand2b_1 | 1 |
| buf_6 | 1 |
| buf_4 | 1 |
| mux2_4 | 16 |
| nand2_1 | 1 |
| nor2_1 | 2 |
| mux2_2 | 8 |
| nor3b_4 | 1 |
| inv_1 | 1 |
| dfrtp_1 | 18 |
==> layout make-up <==
class,count,area share [%]
multi-input combinational,29,29.3
inverter,1,0.300
sequential,18,36.1
timing repair buffer,26,22.8
clock buffer,4,4.40
tap,72,7.19
==> metrics by stage <==
step / power [mW] / setup TNS (ns)
after detailed placement: 0.916 / -0.0849
after CTS: 1.29 / 0
after floorplan: 0.740 / 0
final: 1.26 / 0
after global placement: 0.910 / 0
after global routing: 1.35 / 0
==> power by group <==
part | switching, mW | total [mW] | internal [mW]
sequential | 0.0435 | 0.579 | 0.536
clock | 0.141 | 0.359 | 0.218
combinational | 0.0817 | 0.326 | 0.245
==> what timing repair did <==
action / 4_1_cts / 5_1_grt
setup buffers: 1 / 0
endpoints found under the setup margin: 1 / 0
gates resized: 1 / 0
hold buffers: 0 / 0
Power is estimated from default activity; no workload was simulated.
